===== flow/run.sh =====
#!/bin/bash
# OpenROAD 26Q1-2900-gdf79404cd8, Yosys 0.63+post, stock flow scripts
make -C /OpenROAD-flow-scripts/flow DESIGN_CONFIG=/design/flow/config.mk WORK_HOME=/design/flow/orfs finish

===== flow/config.mk =====
export PLATFORM = sky130hd
export DESIGN_NAME = priority_encoder8
export DESIGN_NICKNAME = priority_encoder8
export VERILOG_FILES = /design/flow/design.v
export SDC_FILE = /design/flow/constraint.sdc
export NUM_CORES = 4
export LEC_CHECK = 1
export CORE_AREA = 10 10 70 70
export DIE_AREA = 0 0 80 80

===== flow/constraint.sdc =====
current_design priority_encoder8

set clk_period 1.0
set clk_io_pct 0.2

create_clock -name clk0 -period $clk_period

set non_clock_inputs [all_inputs -no_clocks]
set_input_delay [expr $clk_period * $clk_io_pct] -clock clk0 $non_clock_inputs
set_output_delay [expr $clk_period * $clk_io_pct] -clock clk0 [all_outputs]

===== flow/design.v =====
module priority_encoder8(
    input  wire [7:0] in,
    output reg        valid,
    output reg  [2:0] code
);
    always @* begin
        valid = |in;
        if (in[7])      code = 3'd7;
        else if (in[6]) code = 3'd6;
        else if (in[5]) code = 3'd5;
        else if (in[4]) code = 3'd4;
        else if (in[3]) code = 3'd3;
        else if (in[2]) code = 3'd2;
        else if (in[1]) code = 3'd1;
        else if (in[0]) code = 3'd0;
        else            code = 3'd0;
    end
endmodule

==> impl_summary.log <==
[report] implementation figures
INFO  metric syn_inst = 12
INFO  metric fin_crit = just under 1000 ps
INFO  metric synthesis.yosys.warnings = 1
INFO  metric grt_max_degree = 4
INFO  metric die_width = around 80 um
INFO  metric vias = 138
INFO  metric internal-power = 0.0000277 W
INFO  metric grt_pass1_vias = 125
INFO  metric globalRouteOverflowTotal = 0
INFO  metric synth.yosys.seq_area_share = 0%
INFO  metric timing.final.hold_violations = 0
INFO  metric slew_violations = 0
INFO  metric routedWlPerCell = 5.86 um
INFO  metric globalRouteTotalUtil = under 10%
INFO  metric worst_slew_pin_slew = 207 ps
INFO  metric worst_voltage_drop_across_the_vdd_grid = 0.0161 mV
INFO  metric worst-endpoint-required = 800 ps
INFO  metric clock.fmax = 1030 MHz
INFO  metric chip_area = 6400 sq um
INFO  metric clock_buffers = 0
INFO  metric timing.setup.tns = 0 ps
INFO  metric setup.worst_path.start_class = input port
INFO  metric critical_path_arrival = 770 ps
INFO  metric p_sw_share = ~45%
INFO  metric die-height = 80 um
INFO  metric grt_setup_unrepaired = true
INFO  metric ys_cells = 12
INFO  metric count_of_hold_buffers_inserted_by_post_cts_repair = 0
INFO  metric number_of_detailed_routing_iterations_run_before_antenna_repair = 1
INFO  metric design.portCount = 12
INFO  metric power.clock.fraction = 0%
INFO  metric critPathCaptureType = primary output
INFO  metric maxCapViolCount = 0
INFO  metric number_of_flip_flops_and_latches = 0
INFO  metric remaining_routing_drc_violations = 0
INFO  metric count_of_cell_types_in_the_netlist = 7
INFO  metric syn_area = 57.6 sq um
INFO  metric syn-mean-instance-area = 4.80 sq um
INFO  metric path_max_fanout = 2
INFO  metric postRouteAntennaNets = 0
INFO  metric share_comb_of_total_power = 100.0%
INFO  metric wl = between 400 and 500 um
INFO  metric antenna_cells = 0
INFO  metric yosys_area = 57.6 sq um
INFO  metric timing.setup.critical_path_class = input port to primary output
INFO  metric layout.filler_cells = about 420
INFO  metric min_path_type = input port to primary output
INFO  metric netlist.top_cell.by_area = nor2_1
INFO  metric p_leak = 0.0721 nW
INFO  metric setup-violations-final = 0
INFO  metric initialDrtViolationCount = 0
INFO  metric slew-limit-headroom = a little under nine tenths
INFO  metric log.warning_count = 34
INFO  metric grt_pass1_wl = 607 um
INFO  metric area_growth_syn_to_layout = 261%
INFO  metric total_switching_power = about 0.000022 W
INFO  metric core_area = 3420 sq um
INFO  metric post-synth-top-area-fraction = 26.1%
INFO  metric period_used_share = approximately 97%
INFO  metric pwr_density_cell = 242 nW/um^2
INFO  metric initCoreUtil = 1.68%
INFO  metric synth_top_cell_by_count = nor2_1
INFO  metric area.sequential = 0 sq um
INFO  metric post_synth_main_area_contributors = nor2_1 (26%), o31ai_1 (26%), a21oi_1 (17%)
INFO  metric route.detailed.vias_per_inst = 1.94
INFO  metric gpl.final_weighted_congestion = 0.802
INFO  metric number_of_antenna_violations_at_the_first_check_in_global_routing = 0
INFO  metric io_buffer_count = 12
INFO  metric post-route-util = 6.08%
INFO  metric post_route_cells_drive_above_1_share = 60.0%
INFO  metric rows = 21
INFO  metric power_frac_seq = 0%
INFO  metric outcome = completed
INFO  metric netlist_top_cells_count = nor2_1 (4), a21oi_1 (2), o31ai_1 (2)
## metal layers
| layer | part of all wire [%] | track usage [%] |
|---|---|---|
| met2 | 38 | 1.93 |
| met4 | 0 | 0 |
| met1 | 47 | 1.45 |
| met5 | 0 | 0 |
| met3 | 14 | 0.341 |
## power groups by stage
stage                 clock network [W]  logic [W]  registers, W
after CTS                             0  0.0000502             0
after global routing                  0  0.0000561             0
final                                 0  0.0000502             0
## layout by cell type, fill, tap and decap left out
cell	instances
a21oi_2	1
clkdlybuf4s15_2	1
nand4_1	1
dlygate4sd2_1	2
nand2_1	1
o31ai_1	2
inv_1	1
nor2_1	1
buf_4	1
clkinv_1	1
a21oi_1	1
buf_2	9
nor2_2	3
## per-stage QoR
step | instance area [sq um] | hold slack, ps | cells | setup WS (ps) | power (W)
final | 208 | 675 | 71 | 30.6 | 0.0000502
after global routing | 208 | 684 | 71 | -3.27 | 0.0000561
after CTS | 210 | 675 | 71 | -20.0 | 0.0000502
after detailed placement | 235 | 1390 | 70 | -698 | 0.0000622
after global placement | 235 | 1390 | 70 | -688 | 0.0000619
after floorplan | 57.6 | 434 | 12 | 398 | 0.0000115
## cell type report
class	instances	area, sq um	area share (%)
Inverter	2	7.51	3.61
Multi-Input combinational cell	10	61.3	29.5
Tap cell	46	57.6	27.7
Timing Repair Buffer	13	81.3	39.2
## logic make-up (layout without fill, tap and decap cells)
logic type,count (synthesis),in the layout,synth area share (%)
AND/OR/NAND/NOR,6,6,43.5
AND-OR/OR-AND,4,4,43.5
buffers and inverters,2,15,13.0
## worst max-delay path, stage by stage
cell and delay, ps:
clkdlybuf4s15_2 200, a21oi_2 60, o31ai_1 180, buf_2 130
## path summary, 6_finish.rpt
check / slack [ps] / start / cells past startpoint / to
min: 680 / in[7] / 4 / code[0]
max: 30 / in[1] / 4 / code[0]
## what timing repair did
action,CTS,global route
pin swaps,7,2
endpoints found under the hold margin,0,0
gates cloned,0,0
setup buffers,1,0
setup endpoints to repair,4,2
gates resized,40,2
Power is estimated from default activity; no workload was simulated.
