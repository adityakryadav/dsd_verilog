**flow/run.sh**
```bash
#!/bin/bash
# OpenROAD 26Q1-2900-gdf79404cd8, Yosys 0.63+post, stock flow scripts
make -C /OpenROAD-flow-scripts/flow DESIGN_CONFIG=/design/flow/config.mk WORK_HOME=/design/flow/orfs finish
```
**flow/config.mk**
```make
export PLATFORM = sky130hd
export DESIGN_NAME = adder_subtractor
export DESIGN_NICKNAME = adder_subtractor
export VERILOG_FILES = /design/flow/design.v
export SDC_FILE = /design/flow/constraint.sdc
export NUM_CORES = 4
export LEC_CHECK = 1
export CORE_AREA = 10 10 70 70
export DIE_AREA = 0 0 80 80
```
**flow/constraint.sdc**
```tcl
current_design adder_subtractor

set clk_period 10.2
set clk_io_pct 0.2

create_clock -name clk0 -period $clk_period

set non_clock_inputs [all_inputs -no_clocks]
set_input_delay [expr $clk_period * $clk_io_pct] -clock clk0 $non_clock_inputs
set_output_delay [expr $clk_period * $clk_io_pct] -clock clk0 [all_outputs]
```
**flow/design.v**
```verilog
module adder_subtractor #(parameter N = 8) (
    input  wire [N-1:0] a,
    input  wire [N-1:0] b,
    input  wire         sub,
    output wire [N-1:0] y,
    output wire         carry_out,
    output wire         overflow
);
    wire [N-1:0] b_eff = sub ? ~b : b;
    wire         cin   = sub;
    wire [N:0]   sum   = {1'b0, a} + {1'b0, b_eff} + cin;
    assign y         = sum[N-1:0];
    assign carry_out = sum[N];
    assign overflow  = (~(a[N-1] ^ b_eff[N-1])) & (a[N-1] ^ y[N-1]);
endmodule
```
==> impl_metrics.env <==
# yosys + openroad results
export IMPL_crit_path_end_kind="primary output"
export IMPL_dr_pass1_iters=2
export IMPL_ys_cells=60
export IMPL_dp_cells=132
export IMPL_grt_overflow=0
export IMPL_design_seq_count=0
export IMPL_grt_pass1_wl_um=2390
export IMPL_gp_congestion=0.786
export IMPL_peakVddDrop_v=0.0000199
export IMPL_grt_pass1_vias=489
export IMPL_powerDensity_nw_per_um2=80.0
export IMPL_core_um2=3420
export IMPL_drc=0
export IMPL_power_uw=63.0
export IMPL_hold_ws_ps=5070
export IMPL_yosysUniqueCellTypes=30
export IMPL_lay_top_cells="clkdlybuf4s50_1, xor2_1, ha_1"
export IMPL_layout_cells_non_filler=132
export IMPL_syn_to_final_growth_pct=67.3
export IMPL_relSlewSlack_pct=69.1
export IMPL_fin_util_pct=23.0
export IMPL_holdBufCountCts=0
export IMPL_viasPerCell=3.80
export IMPL_die_area_um2=6400
export IMPL_io_pins=27
export IMPL_drive_gt1_share_pct=4.65
export IMPL_period_used_pct=66.6
export IMPL_nFillCells=395
export IMPL_port_buffers=27
export IMPL_cts_setup_buffers=0
export IMPL_clock_fmax_mhz=147
export IMPL_fp_util_pct=13.8
export IMPL_drt_initial_drc_count=67
export IMPL_syn_area_per_cell_um2=7.84
export IMPL_cp_data_required_time_ps=8160
export IMPL_synth_area_um2=470
export IMPL_holdCritPathClass="input pin to primary output"
export IMPL_fin_crit_ps=6790
export IMPL_final_max_slew_viol_count=0
export IMPL_startpoint_type="input pin"
export IMPL_lay_top_count="clkdlybuf4s50_1"
export IMPL_ys_area_um2=470
export IMPL_hpwl_um=1320
export IMPL_ys_seq_share_pct=0
export IMPL_rsz0062_at_grt="no"
export IMPL_path_max_fanout=8
export IMPL_vias=502
export IMPL_hold_viol=0
export IMPL_grt_max_degree=9
export IMPL_p_leak_uw=0.000299
export IMPL_chipHeight_um=80
export IMPL_grtUsageTotal_pct=4.44
export IMPL_max_cap_violations=0
export IMPL_warning_count=32
export IMPL_cts_resized=0
export IMPL_ff_latch_area_um2=0
export IMPL_die_x_um=80
export IMPL_status="completed"
export IMPL_arrival_ps=4750
export IMPL_wl_um=1450
export IMPL_setup_tns_ps=0
export IMPL_syn_inst=60
export IMPL_yosys_warnings=0
export IMPL_antenna_found_initial=0
export IMPL_setup_violations=0
export IMPL_crit_type="input pin to primary output"
export IMPL_worstMarginPinSlew_ps=463
export IMPL_clock_buffers=0
export IMPL_wl_per_cell_um=11.0
export IMPL_antenna_cells=0
export IMPL_drtAntennaViolNets=0
export IMPL_rows=21
## Yosys cell counts
cell,instances,area (um2)
nor2_1,5,18.8
o21ai_2,1,8.76
nand2b_1,1,6.26
o31a_1,1,8.76
buf_6,1,11.3
o21a_1,2,15.0
ha_1,7,87.6
nand3_1,2,10.0
a21boi_1,1,7.51
a21oi_1,3,15.0
a41oi_1,1,8.76
a221oi_2,1,15.0
a311oi_1,1,8.76
nor2b_1,1,6.26
and2_1,2,12.5
nor3_1,1,5.00
fa_1,1,20.0
nor3b_1,1,7.51
o21ai_0,3,15.0
xnor2_1,3,26.3
a211oi_1,1,7.51
xor2_1,9,78.8
inv_1,3,11.3
o211ai_1,1,7.51
nand2_1,2,7.51
a21o_2,1,8.76
mux2i_2,1,13.8
nor4_1,1,6.26
o21bai_1,1,7.51
o31ai_1,1,7.51
## critical path, cell delays in order
cell,delay (ps)
clkdlybuf4s50_1,760
xor2_1,230
ha_1,300
nor2b_1,160
o31a_1,260
o31ai_1,280
a21boi_1,230
clkdlybuf4s50_1,490
## routing by layer
| metal | vias up | GRT usage (%) | routed length, um | part of all wire, % |
|---|---|---|---|---|
| met5 | - | 0 | 0 | 0 |
| met1 | 212 | 6.61 | 745 | 51 |
| met4 | 0 | 0 | 0 | 0 |
| met2 | 16 | 6.50 | 595 | 41 |
| met3 | 0 | 1.25 | 109 | 7.5 |
| li1 | 274 | - | - | - |
## worst paths after layout
check	start	endpoint	slack, ps	cells after the start
hold / removal	a[0]	y[0]	5070	3
setup / recovery	sub	y[6]	3410	8
## through the flow
stage               setup slack [ps]  area, um2
floorplan                       4750        470
global placement                3440        787
detailed placement              3360        787
CTS                             3350        787
global route                    3220        787
finish                          3410        787
## report_power, final
| part | total (uW) | leakage, uW | switching, uW | internal [uW] |
|---|---|---|---|---|
| logic | 63.0 | 0.000299 | 24.3 | 38.6 |
| clock network | 0 | 0 | 0 | 0 |
| registers | 0 | 0 | 0 | 0 |
| total | 63.0 | 0.000299 | 24.3 | 38.6 |
## area by class of cell
cell class,count,area [um2],share of cell area [%]
well taps,46,57.6,7.31
multi-input cells,56,448,56.9
repair buffers,27,270,34.3
inverters,3,11.3,1.43
## cells by family (layout without fill, tap and decap cells)
| logic type | count (synthesis) | in the layout | share of synthesized area, % |
|---|---|---|---|
| AND-OR/OR-AND | 19 | 19 | 30.1 |
| XOR/XNOR | 12 | 12 | 22.3 |
| adder cells (fa/ha/maj) | 8 | 8 | 22.9 |
| buffers and inverters | 4 | 30 | 4.79 |
| multiplexers | 1 | 1 | 2.92 |
| AND/OR/NAND/NOR | 16 | 16 | 17.0 |
Power is estimated from default activity; no workload was simulated.
