[constraint.sdc]
current_design counter

set clk_period 1.5
set clk_io_pct 0.2

create_clock -name clk0 -period $clk_period [get_ports {clk}]

set non_clock_inputs [all_inputs -no_clocks]
set_input_delay [expr $clk_period * $clk_io_pct] -clock clk0 $non_clock_inputs
set_output_delay [expr $clk_period * $clk_io_pct] -clock clk0 [all_outputs]
[config.mk]
export PLATFORM = sky130hd
export DESIGN_NAME = counter
export DESIGN_NICKNAME = counter
export VERILOG_FILES = /design/flow/design.v
export SDC_FILE = /design/flow/constraint.sdc
export NUM_CORES = 4
export LEC_CHECK = 1
export CORE_AREA = 10 10 70 70
export DIE_AREA = 0 0 80 80
[run.sh]
#!/bin/bash
# OpenROAD 26Q1-2900-gdf79404cd8, Yosys 0.63+post, stock flow scripts
make -C /OpenROAD-flow-scripts/flow DESIGN_CONFIG=/design/flow/config.mk WORK_HOME=/design/flow/orfs finish
[design.v]
module counter #(parameter N = 4) (
    input  wire        clk,
    input  wire        rst,
    input  wire        en,
    input  wire        up,
    output reg  [N-1:0] q
);
    always @(posedge clk) begin
        if (rst) begin
            q <= {N{1'b0}};
        end else if (en) begin
            if (up)
                q <= q + 1'b1;
            else
                q <= q - 1'b1;
        end
    end
endmodule
==> deck_impl_summary.md <==
Implementation Results

Outcome
  – Status: finished, final reports clean

Yosys
  – Ys flops: 4
  – Xor+xnor area frac: 7.49%
  – Mapped Cells: 24
  – Basic Gates by Area: 12.3%
  – Syn Area/Cell: 9.75 um2
  – Post-synthesis compound-gate area fraction: 10.2%
  – FFs w/ async S/R, synth: 0%
  – Mux area share: 13.4%
  – Largest area contributor in the netlist: dfxtp_1
  – Top-area cell share: 34.2%
  – Sequential cell area fraction in the yosys report: 34.2%
  – Mapped Area: 234 um2
  – Count of library flops with an enable pin: 0
  – Top post-synthesis cells by area: dfxtp_1 34%, ha_1 11%, fa_1 8.6%
  – Yosys Chip Area: 234 um2
  – Main logic family after synthesis: adder cells
  – Synth top cells by count: 4 x dfxtp_1, 4 x nor2_1
  – Most common reg cell: dfxtp_1
  – Synth cell types: 14
  – Adders+Majority by Area: 19.3%
  – Yosys Warn Count: 1
  – Ys cells: 24

Drt
  – WL/cell: 6.95 um
  – Routed vias/inst: 2.57
  – Drt total wl: 577 um
  – DRC: 0
  – Via count: 213
  – Antenna fix cells: 0
  – TritonRoute pass-1 iters: 1
  – Post-DRT Antenna Nets: 0
  – First DRT Iteration DRCs: 0

Timing
  – Min Clock Period, post-route: 1500 ps
  – Worst Max-Slew Pin Slew: 168 ps
  – Unrepaired setup endpoints after global routing: true
  – Hold WS: 509 ps
  – Worst rel slew slack: 88.5%
  – Crit share post-route: 99.7%
  – Pins Over Slew Limit: 0
  – Endpoints failing setup: 0
  – Fmax: 669 MHz
  – Final hold vios: 0
  – Post-Route Skew: 0.735 ps

Setup path
  – Critical path origin: q[1]
  – Crit path DRT: 1620 ps
  – Critical R2R Launch: q[1]
  – Flop2flop setup slack: 5 ps
  – Arr. time, crit path: 1610 ps
  – CP Max Fanout: 2
  – Startpoint Class: flop
  – CP Capture Type: flop
  – Crit Path Category: reg2reg

GRT
  – Number of global-route vias before repair: 251
  – First-pass GRT wire length: 972 um
  – Largest net degree at the start of global routing: 6
  – Initial antenna violation count: 0
  – Grt total ovfl: 0
  – GRT Overall Usage: 1.79%

Power
  – Net Sw Frac: 25.2%
  – Power Dens Cells: 911 nW/um2
  – Pint: 286 uW
  – Clk network pwr share: 34.4%
  – Comb pwr share: 30.3%
  – Flop pwr share: 35.3%
  – Sw Pwr: 96.6 uW
  – VDD IR max: 0.000138 V
  – P_leak: 0.000173 uW

Job
  – Max Cap Violations: 0
  – Log Warnings: 27

Floorplan
  – Die W: 80 um
  – Die height: 80 um
  – Cell Rows: 21
  – Top Ports: 8
  – Core area: 3420 um2
  – Init Core Util: 6.85%
  – DIE AREA: 6400 um2

Clock network
  – Clk Tree Root Cell: clkbuf_4
  – Clock insertion delay at the later pin of the skew report: 230 ps
  – Htree depth: 1
  – Post-CTS setup buffers: 0
  – Reg clk slew, reported paths: 40 ps
  – CTS tree: built
  – CTS Buffer Depth: 2
  – CTS Buf Count: 3
  – Sink Count: 4

Layout
  – Post-Layout Cell Count: 83
  – Fill count: 395
  – Synthesis-to-layout area growth: 79.7%
  – Largest registers: q: 4 flops
  – Largest register by flop count: q
  – Layout cell share with drive strength beyond 1: 35.1%
  – Max reg flops: 4

Place
  – Post-DP HPWL: 473 um
  – Placed Cells incl. Taps: 80
  – Port bufs: 7
  – GP Congestion: 0.801

Hold path
  – Worst hold start: q[2]
  – Worst hold path type: reg2reg
==> worst paths after layout <==
kind         endpoint  cells past startpoint
max              q[3]                      5
min              q[2]                      2
min reg2reg      q[2]                      2
max reg2reg      q[3]                      5
==> worst max-delay path: stages, from the launching register on <==
cell	delay (ps)
dfxtp_2	340
ha_4	190
a21o_1	160
a21oi_2	130
mux2i_1	230
mux2_1	330
==> through the flow <==
step | setup WS [ps] | setup TNS, ps | cell area [um2] | util [%] | total power [uW]
final | 4.82 | 0 | 420 | 12.3 | 383
after global routing | -86.8 | -86.8 | 420 | 12.3 | 411
after CTS | -42.8 | -42.8 | 420 | 12.3 | 395
after detailed placement | -555 | -1230 | 402 | 11.8 | 256
after global placement | -531 | -1170 | 402 | 11.8 | 254
after floorplan | 11.9 | 0 | 248 | - | 192
==> metal layers <==
layer,track usage [%],vias to the layer above,routed length [um]
met5,0,-,0
met4,1.23,0,24
met3,0.682,4,70
met2,3.13,10,272
met1,1.67,91,210
li1,-,108,-
==> cell type report <==
cell class / count / area, um2 / share of cell area [%]
inverter: 1 / 3.75 / 0.893
sequential: 4 / 82.6 / 19.6
tap: 46 / 57.6 / 13.7
multi-input combinational: 18 / 159 / 37.8
clock buffer: 3 / 22.5 / 5.36
timing repair buffer: 11 / 95.1 / 22.6
==> layout by cell type (no fill, tap or decap), drive strengths merged, types with 2 or more instances in the layout <==
cell / Yosys / layout
clkdlybuf4s50: 0 / 6
nand2: 2 / 2
ha: 2 / 2
clkbuf: 1 / 3
buf: 0 / 5
mux2i: 2 / 2
xnor2: 2 / 2
nor2: 4 / 4
dfxtp: 4 / 4
==> kinds of logic after synthesis <==
kind of cell               count (synthesis)
xor gates and xnor gates                   2
muxes                                      3
buffers and inverters                      2
and+or+nand+nor                            7
adders and majority gates                  3
AOI/OAI and AO/OA                          3
DFF                                        4
==> power groups by stage <==
stage / logic, uW / registers [uW] / clock network [uW]
finish: 116 / 135 / 132
global route: 133 / 137 / 141
CTS: 119 / 136 / 140
==> repair_timing <==
action	CTS	global route
gates resized	5	0
hold buffers	0	0
setup endpoints to repair	4	1
hold endpoints to repair	0	0
pin swaps	2	1
Power is estimated from default activity; no workload was simulated.
